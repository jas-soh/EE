--- flow/design.v ---
module hexDisplay #(parameter CAPACITY=5'b11001) (HEX5, HEX4, HEX3, HEX2, HEX1, HEX0, count);
	input logic [4:0] count;
	output logic [6:0] HEX5, HEX4, HEX3, HEX2, HEX1, HEX0;
	logic [6:0] one, two, three, four, five, six, seven, eight, nine, zero, x;
	assign zero = 7'b1000000;  
	assign one = 7'b1111001;  
	assign two = 7'b0100100;  
	assign three = 7'b0110000;  
	assign four = 7'b0011001;  
	assign five = 7'b0010010;  
	assign six = 7'b0000010;  
	assign seven = 7'b1111000;  
	assign eight = 7'b0000000;  
	assign nine = 7'b0011000;  
	assign x = 7'bx;
	always_comb begin
		case (count)
			5'b0: begin
				HEX5 = 7'b1000110;  
				HEX4 = 7'b1000111;  
				HEX3 = 7'b0000110;  
				HEX2 = 7'b0001000;  
				HEX1 = 7'b0101111;  
				HEX0 = 7'b1000000;
			end
			default: begin
				if (count == CAPACITY) begin
					HEX5 = 7'b0001110;  
					HEX4 = 7'b1000001;  
					HEX3 = 7'b1000111;  
					HEX2 = 7'b1000111;  
				end
				else begin
					HEX5 = 7'b1111111;
					HEX4 = 7'b1111111;
					HEX3 = 7'b1111111;
					HEX2 = 7'b1111111; 
				end
				if ((count == 5'b01010 ) || (count == 5'b10100)) HEX0 = zero;
				else if ((count == 5'b00001) || (count == 5'b01011 ) || (count == 5'b10101)) HEX0 = one;
				else if ((count == 5'b00010) || (count == 5'b01100 ) || (count == 5'b10110)) HEX0 = two;
				else if ((count == 5'b00011) || (count == 5'b01101 ) || (count == 5'b10111)) HEX0 = three;
				else if ((count == 5'b00100) || (count == 5'b01110 ) || (count == 5'b11000)) HEX0 = four;
				else if ((count == 5'b00101) || (count == 5'b01111 ) || (count == 5'b11001)) HEX0 = five;
				else if ((count == 5'b00110) || (count == 5'b10000 )) HEX0 = six;
				else if ((count == 5'b00111) || (count == 5'b10001 )) HEX0 = seven;
				else if ((count == 5'b01000) || (count == 5'b10010 )) HEX0 = eight;
				else if ((count == 5'b01001) || (count == 5'b10011 )) HEX0 = nine;
				else HEX0 = x;
				if (count < 5'b01010) HEX1 = zero;
				else if (count < 5'b10100) HEX1 = one;
				else if (count < 5'b11110) HEX1 = two;
				else HEX1 = x;
			end
		endcase
	end
endmodule 
module hexDisplay_testbench();
	logic [4:0] count;
	logic [6:0] hex5, hex4, hex3, hex2, hex1, hex0;
	hexDisplay dut (hex5, hex4, hex3, hex2, hex1, hex0, count);
	initial begin
		#(1) count = 5'b000000;  
		#(1) count = 5'b000001;  
		#(1) count = 5'b000010;  
		#(1) count = 5'b000011;  
		#(1) count = 5'b000100;  
		#(1) count = 5'b000101;  
		#(1) count = 5'b000110;  
		#(1) count = 5'b000111;  
		#(1) count = 5'b001000;  
		#(1) count = 5'b001001;  
		#(1) count = 5'b001010;  
		#(1) count = 5'b001011;  
		#(1) count = 5'b001100;  
		#(1) count = 5'b001101;  
		#(1) count = 5'b001110;  
		#(1) count = 5'b001111;  
		#(1) count = 5'b010000;  
		#(1) count = 5'b010001;  
		#(1) count = 5'b010010;  
		#(1) count = 5'b010011;  
		#(1) count = 5'b010100;  
		#(1) count = 5'b010101;  
		#(1) count = 5'b010110;  
		#(1) count = 5'b010111;  
		#(1) count = 5'b011000;  
		#(5) count = 5'b011001;  
		#(1) count = 5'b011000;  
		#(1) count = 5'b010111;  
		#(1) count = 5'b010110;  
		#(1) count = 5'b010101;  
		#(1) count = 5'b010100;  
		#(1) count = 5'b010011;  
		#(1) count = 5'b010010;  
		#(1) count = 5'b010001;  
		#(1) count = 5'b010000;  
		#(1) count = 5'b001111;  
		#(1) count = 5'b001110;  
		#(1) count = 5'b001101;  
		#(1) count = 5'b001100;  
		#(1) count = 5'b001011;  
		#(1) count = 5'b001010;  
		#(1) count = 5'b001001;  
		#(1) count = 5'b001000;  
		#(1) count = 5'b000111;  
		#(1) count = 5'b000110;  
		#(1) count = 5'b000101;  
		#(1) count = 5'b000100;  
		#(1) count = 5'b000011;  
		#(1) count = 5'b000010;  
		#(1) count = 5'b000001;  
		#(1) count = 5'b000000;  
	end
endmodule 
--- flow/run.sh ---
#!/bin/bash
# OpenROAD 26Q1-2900-gdf79404cd8, Yosys 0.63+post, stock flow scripts
make -C /OpenROAD-flow-scripts/flow DESIGN_CONFIG=/design/flow/config.mk WORK_HOME=/design/flow/orfs finish
--- flow/config.mk ---
export PLATFORM = sky130hd
export DESIGN_NAME = hexDisplay
export DESIGN_NICKNAME = hexDisplay
export VERILOG_FILES = /design/flow/design.v
export SDC_FILE = /design/flow/constraint.sdc
export NUM_CORES = 4
export LEC_CHECK = 1
export CORE_AREA = 10 10 70 70
export DIE_AREA = 0 0 80 80
--- flow/constraint.sdc ---
current_design hexDisplay

set clk_period 2.8
set clk_io_pct 0.2

create_clock -name clk0 -period $clk_period

set non_clock_inputs [all_inputs -no_clocks]
set_input_delay [expr $clk_period * $clk_io_pct] -clock clk0 $non_clock_inputs
set_output_delay [expr $clk_period * $clk_io_pct] -clock clk0 [all_outputs]
==> changes_impl.md <==
### Physical design

* Minimum clock period at roughly 2.7 ns
* Detail Route Antenna Nets at 0
* Pwr Density at approximately 120 nW/um^2
* Fp_density at between 15 and 20%
* Reg area at 0 sq um
* Final instance area at 997.2 sq um
* CP bufs+invs at 3
* Yosys Instances at 92
* Share of layout cells above drive strength 1 at 18.49%
* Worst vdd ir at 55.49 uV
* Comb. cell area at 374.1 sq um
* Fmax at 373.3 MHz
* Area added between synthesis and finish at 58.76%
* DR DRC count at 0
* Final RePlAce weighted congestion at 0.7833
* Hold Path End: HEX0[5]
* Register share after synthesis at 0%
* Yosys Chip Area at 628.1 sq um
* Grt total ovfl at 0
* First-pass GRT wire length at 2642 um
* Top delay family on crit path: buffers and inverters
* Hold Buf Count CTS at 0
* Stages on the worst setup path at 6
* Antenna cell count at 0
* Clock buf count at 0
* FF+latch count at 0
* Arrival @ worst endpoint at 2.12 ns
* Ports at 47
* Crit Path Class: in -> out
* Wire per inst at 11.26 um
* Largest net degree at the start of global routing at 17
* Slowest cell on the critical path: clkdlybuf4s50_1
* Cell Area, Synth at 628.1 sq um
* DRT iter0 DRCs at 8
* Vias in the first global route at ~570
* Worst Setup End Kind: primary output
* Die height at 80 um
* RSZ-0062 raised after global routing: no
* Reg power frac at 0%
* Biggest area cells: buf_4, and3b_1, o21ai_0, buf_6, a21oi_1
* Max incr delay on CP at about 0.47 ns
* Comb power frac at around 100%
* Cell type with the largest total area: buf_4
* Cell Int Power at ~78 uW
* Startpoint types: input pin
* Port bufs at 41
* Clk pwr share at 0%
* Hold Path Stages at 4
* Final Hold Viols at 0
* Max cap viols at 0
* Post-Route WL at 1858 um
* Routed vias/inst at a little under 4
* Postcts setup bufs at 0
* Initial antenna violation count at 0
* Die width at 80 um
* Post-Place Cell Area at 983.4 sq um
* CP Data Required Time at 2.24 ns
* Netlist cell types at 32
* Psw at 43.09 uW
* Hold path startpoint: count[3]
* Total GRT Usage at 4.756%
* DP HPWL at roughly 1600 um
* Fin Hold WS at 1.944 ns
* Ys Warns at 1
* Hold/Removal Path Class: in -> out
* CP Cell Sequence: dlygate4sd2_1 > buf_4 > nor3b_1 > o31ai_1 > and3_1 > clkdlybuf4s50_1
* Fillers at approximately 380
* Mapped Cells at 92
* Core area at 3416 sq um
* Final Max Slew Viols at 0
* OpenROAD warnings at 32
* Synth top area share at 34.66%
* TritonRoute pass-1 iters at 4
* Lkg Pwr at approximately 0.00044 uW
* Die ar. at 6400 sq um
* Final Cycle Share at 95.68%
* Num rows at 21
* Post-synthesis area per instance at 6.827 sq um
* Number of setup violations in the final report at 0
* Vias at approximately 650
* Status: completed
* Switching share of power at ~36%
* Critical path fanouts, max at 10
## layout make-up
class | count | share of cell area [%]
Timing Repair Buffer | 58 | 55.21
Multi-Input combinational cell | 57 | 37.52
Tap cell | 46 | 5.772
Inverter | 4 | 1.506
## Yosys cell counts, drive strengths merged
library cell,count
nand3,1
xor2,2
xnor2,2
mux2,1
nand3b,2
nand2b,1
o31ai,1
a221o,1
clkbuf,1
o21ai,9
and3,3
o22ai,1
nor4bb,2
and3b,4
a32o,1
or2,1
a21oi,4
nor3,1
inv,4
conb,1
o311ai,2
buf,35
nor3b,1
a21o,2
nand4,1
nand2,2
nor2,4
nor2b,2
## placed cells by master (no fill, tap or decap), types with 3 or more instances in the layout
| cell type | instances |
|---|---|
| a21oi_1 | 4 |
| and3_1 | 3 |
| and3b_1 | 4 |
| buf_4 | 14 |
| clkdlybuf4s50_1 | 37 |
| conb_1 | 6 |
| dlygate4sd2_1 | 3 |
| inv_1 | 3 |
| nor2_1 | 4 |
| o21ai_0 | 6 |
| o21ai_1 | 3 |
## stage by stage
| stage | total power [uW] | utilization [%] | instances | TNS, ns | setup WS (ns) |
|---|---|---|---|---|---|
| after floorplan | 66.01 | - | 97 | 0 | 0.6253 |
| after global placement | 122.0 | 28.79 | 164 | -2.817 | -0.1298 |
| after detailed placement | 122.7 | 28.79 | 164 | -3.484 | -0.1436 |
| after CTS | 122.0 | 28.68 | 164 | 0 | 0.01560 |
| after global routing | 133.6 | 29.19 | 165 | 0 | 0.03031 |
| final | 121.1 | 29.19 | 165 | 0 | 0.1209 |
## worst max path at each step
stage            start  slack [ns]      end
global route  count[4]        0.03  HEX0[3]
finish        count[4]        0.12  HEX0[3]
CTS           count[3]        0.02  HEX1[5]
## cell families after synthesis
| kind of cell | after synthesis | share of synthesized area (%) |
|---|---|---|
| AOI/OAI and AO/OA | 21 | 20.92 |
| xor gates and xnor gates | 4 | 5.579 |
| buffers and inverters | 40 | 44.42 |
| muxes | 1 | 1.793 |
| other | 1 | 0.5970 |
| and+or+nand+nor | 25 | 26.69 |
## layer usage
| metal | wire length, um | vias to the layer above | global-route usage (%) |
|---|---|---|---|
| met5 | 0 | - | 0 |
| met4 | 0 | 0 | 0 |
| met3 | 182 | 0 | 0.7955 |
| met2 | 843 | 25 | 8.427 |
| met1 | 832 | 289 | 6.196 |
| li1 | - | 334 | - |
## power by group through the flow
stage / registers [uW] / clock network [uW] / logic, uW
finish: 0 / 0 / 121
global route: 0 / 0 / 134
CTS: 0 / 0 / 122
## timing repair
item,4_1_cts,5_1_grt
gates cloned,0,1
pin swaps,0,2
resized,4,4
setup endpoints to repair,33,5
Power is estimated from default activity; no workload was simulated.
