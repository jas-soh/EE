==> /design/flow/constraint.sdc <==
current_design decoder_5to32

set clk_period 1.0
set clk_io_pct 0.2

create_clock -name clk0 -period $clk_period

set non_clock_inputs [all_inputs -no_clocks]
set_input_delay [expr $clk_period * $clk_io_pct] -clock clk0 $non_clock_inputs
set_output_delay [expr $clk_period * $clk_io_pct] -clock clk0 [all_outputs]
==> /design/flow/run.sh <==
#!/bin/bash
# OpenROAD 26Q1-2900-gdf79404cd8, Yosys 0.63+post, stock flow scripts
make -C /OpenROAD-flow-scripts/flow DESIGN_CONFIG=/design/flow/config.mk WORK_HOME=/design/flow/orfs finish
==> /design/flow/config.mk <==
export PLATFORM = sky130hd
export DESIGN_NAME = decoder_5to32
export DESIGN_NICKNAME = decoder_5to32
export VERILOG_FILES = /design/flow/design.v
export SDC_FILE = /design/flow/constraint.sdc
export NUM_CORES = 4
export LEC_CHECK = 1
export CORE_AREA = 10 10 70 70
export DIE_AREA = 0 0 80 80
==> /design/flow/design.v <==
module decoder_5to32 (in, out);
	input logic [4:0] in;
	output logic [31:0] out;
	logic [3:0] enable;
	decoder_2to4 dec_2to4 (.in(in[4:3]), .out(enable));
	decoder_3to8 dec0_3to8 (.in({in[2:0], enable[3]}), .out(out[31:25]));
	decoder_3to8 dec1_3to8 (.in({in[2:0], enable[2]}), .out(out[24:17]));
	decoder_3to8 dec2_3to8 (.in({in[2:0], enable[1]}), .out(out[16:8]));
	decoder_3to8 dec3_3to8 (.in({in[2:0], enable[0]}), .out(out[7:0]));
endmodule
module decoder_3to8 (in, out);
	input logic [2:0] in;
	output logic [7:0] out;
	logic [2:0] not_in;
	not not_in2_gate (not_in[2], in[2]);
	not not_in1_gate (not_in[1], in[1]);
	not not_in0_gate (not_in[0], in[0]);
	and and_gate7 (out[7], in[2], in[1], in[0]);
	and and_gate6 (out[6], in[2], in[1], not_in[0]);
	and and_gate5 (out[5], in[2], not_in[1], in[0]);
	and and_gate4 (out[4], in[2], not_in[1], not_in[0]);
	and and_gate3 (out[3], not_in[2], in[1], in[0]);
	and and_gate2 (out[2], not_in[2], in[1], not_in[0]);
	and and_gate1 (out[1], not_in[2], not_in[1], in[0]);
	and and_gate0 (out[0], not_in[2], not_in[1], not_in[0]);
endmodule
module decoder_2to4 (in, out);
	input logic [1:0] in;
	output logic [3:0] out;
	logic [1:0] not_in;
	not not_in1_gate (not_in[1], in[1]);
	not not_in0_gate (not_in[0], in[0]);
	and and_gate3 (out[3], in[1], in[0]);
	and and_gate2 (out[2], in[1], not_in[0]);
	and and_gate1 (out[1], not_in[1], in[0]);
	and and_gate0 (out[0], not_in[1], not_in[0]);	
endmodule 
==> design notes <==
For the clock buffer count, the log shows 0. The largest fanout on the critical path is 4. The total number of yosys warnings was 6; the combined flip-flop and latch cell area was 0 um2.

The tools report the least setup slack across all paths after layout as -0.143 ns. The first global-routing pass estimated 3.14 mm of wire. For this run, the script counts the antenna cells in the layout as 0. The run gives 0 as the initial antenna violation count. The wire length recorded after detailed routing is 2.33 mm.

For this design the top-level I/O count stands at 37. The synthesized netlist was found by Yosys to have 48 cells. The total routing usage reported by global routing came out at 6.00%. The design has 0 sequential cells. The first detailed-routing pass took 2 iterations. The stat command in Yosys gives a chip area of 231 um2. The number of warnings reported in the stage logs is 35. The largest total area in the synthesized netlist belongs to sky130_fd_sc_hd__nor2_1.

Once detail routing completed, the nets flagged for antenna violations numbered 0. Count of endpoints failing setup in the final report: 25. Setup repair after global routing could not meet its margin everywhere. Start point of the worst hold path: in[3].

In the final layout, the share of cells above drive strength 1 is 96.5%. The run gives 586 as the number of global-route vias before repair. The die outline width works out to 80 um. For the unique cell type count in the Yosys netlist, the log shows 12. After synthesis, the mean cell area works out to 4.82 um2.

The final critical path time including I/O delays and setup is 1.14 ns, and the maximum number of pins on one net before global-route repair is 8. The final reports fail on negative setup slack. The worst min-delay path class was in2out. According to the floorplan log, the row count is 21. The category of the worst setup path capture point was a primary output. The final hold violation count recorded for this run is 0.

Sorting the synthesized cells by area gives the leading types as sky130_fd_sc_hd__nor2_1, sky130_fd_sc_hd__nand2b_1, sky130_fd_sc_hd__buf_4. Once iteration 0 of detailed routing completed, the report listed 9 DRC markers. Per the run report, area growth between synthesis and finish was 388%.

In this run the vertical extent of the chip is 80 um. The script logs the ratio of routed vias to standard cells as 3.56. Per the timing report, the achievable frequency comes out to 0.875 GHz. The floorplan core area is 3420 um2, and the portion of the clock cycle consumed by the worst path in the final layout is 114%. For this design, the CTS-stage hold fixing added 0 buffers. Per the detail_route report, routed wire per instance is 14.5 um.

For the DRC violation count after routing, the log shows 0. Kind of launch point of the worst setup path: an input port. Pins over their slew limit in the final report were tallied at 0.

For the completed layout, the total cell area is recorded as 1130 um2. The placement report lists the number of port buffers as 35. Per the OpenROAD floorplan log, the area of the die is 6400 um2.

Detailed placement reports a standard cell area of 652 um2. For this run the aggregate overflow at the end of global routing stands at 0. For the worst setup path, the data required time is 0.80 ns.

The number of cells produced by synthesis is 48. The data arrival time reported for the critical path is 0.94 ns. VDD sags by at most 0.0682 mV.

The overall via count from detail_route is 573, and the detailed placement HPWL is 1.22 mm. Per the run summary, max-cap violations total 0. The endpoint with the worst hold slack was out[3]. At the end of routability-driven placement, the weighted congestion stood at 0.675. The most frequently used library cell after synthesis is sky130_fd_sc_hd__nor2_1.

The number of cells on the worst hold path is listed as 4. For the final routed database, the setup TNS stands at -1.95 ns. Path type of the worst setup path: in2out. The mapped netlist covers 231 um2.

The filler cells instantiated in the layout total 326. Per the synthesis report, the single largest cell type by area occupies 38.9% of cell area. The post-synthesis sequential area ratio came out at 0%.

The commonest cells after synthesis are sky130_fd_sc_hd__nor2_1, sky130_fd_sc_hd__nand2b_1. The flow ran to the end, but the final reports show violations. Dividing total power by cell area gives a power density of 394 nW/um2. The run gives 6.78% for the floorplan-stage core utilization.

The script extracted a total leakage power of 0.562 nW.
==> power by group <==
part / internal (mW) / total [mW] / leakage, nW / switching, mW
Sequential: 0 / 0 / 0 / 0
Clock: 0 / 0 / 0 / 0
Combinational: 0.266 / 0.445 / 0.562 / 0.178
Total: 0.266 / 0.445 / 0.562 / 0.178
==> cells in the final DEF, fill, tap and decap left out <==
cell type	netlist	routed
sky130_fd_sc_hd__buf_6	0	28
sky130_fd_sc_hd__buf_2	3	23
sky130_fd_sc_hd__nor2_2	0	11
sky130_fd_sc_hd__nor2_4	0	10
sky130_fd_sc_hd__clkbuf_2	0	8
sky130_fd_sc_hd__buf_4	3	6
sky130_fd_sc_hd__buf_12	0	5
sky130_fd_sc_hd__nand2b_4	0	4
sky130_fd_sc_hd__a21oi_2	1	4
sky130_fd_sc_hd__nor2_1	24	3
sky130_fd_sc_hd__nand2_4	0	2
sky130_fd_sc_hd__nor2b_4	0	2
sky130_fd_sc_hd__nor3_4	0	2
sky130_fd_sc_hd__nor3_2	1	2
sky130_fd_sc_hd__buf_8	0	2
sky130_fd_sc_hd__or2_4	0	1
sky130_fd_sc_hd__conb_1	1	1
sky130_fd_sc_hd__buf_16	0	1
==> cell type report <==
cell class / count / area (um2) / area share, %
timing repair buffer: 73 / 673 / 59.6
multi-input combinational: 42 / 398 / 35.3
tap: 46 / 57.6 / 5.10
==> per-stage QoR <==
step	util [%]	power (mW)	cells	hold slack, ns	worst slack (ns)
detailed placement	19.1	0.210	128	1.53	-0.872
global placement	19.1	0.213	128	1.54	-0.888
CTS	28.3	0.353	153	0.754	-0.160
finish	33.0	0.445	161	0.756	-0.143
global route	33.0	0.477	161	0.770	-0.168
floorplan	-	0.0665	48	0.490	0.171
==> critical path: stages <==
cell	delay, ns
sky130_fd_sc_hd__buf_12	0.11
sky130_fd_sc_hd__buf_12	0.13
sky130_fd_sc_hd__nor2b_4	0.14
sky130_fd_sc_hd__buf_6	0.14
sky130_fd_sc_hd__buf_6	0.09
sky130_fd_sc_hd__nor2_2	0.03
sky130_fd_sc_hd__buf_2	0.10
==> worst max-delay path by stage <==
stage | start | end | slack [ns] | cells after the start
after global routing | in[3] | out[15] | -0.17 | 7
after CTS | in[4] | out[19] | -0.16 | 7
final | in[3] | out[19] | -0.14 | 7
==> cells by family after synthesis <==
kind of cell,synth area share [%]
other cells,1.62
simple gates,71.9
buf+inv,16.2
compound gates,10.3
==> repair_timing <==
action / 4_1_cts / 5_1_grt
buffers inserted: 24 / 11
pin swaps: 21 / 15
gates cloned: 1 / 0
setup endpoints to repair: 31 / 27
resized: 161 / 50
==> routing by layer <==
| metal | vias up | routed length (um) | global-route usage [%] |
|---|---|---|---|
| met5 | - | 0 | 0 |
| met4 | 0 | 0 | 0.176 |
| met3 | 0 | 271 | 2.16 |
| met2 | 26 | 1130 | 10.0 |
| met1 | 265 | 927 | 7.58 |
| li1 | 282 | - | - |
No activity file was given, so power comes from the tool's default toggle rates.
