## flow/run.sh

```bash
#!/bin/bash
# OpenROAD 26Q1-2900-gdf79404cd8, Yosys 0.63+post, stock flow scripts
make -C /OpenROAD-flow-scripts/flow DESIGN_CONFIG=/design/flow/config.mk WORK_HOME=/design/flow/orfs finish
```

## flow/config.mk

```make
export PLATFORM = sky130hd
export DESIGN_NAME = controller
export DESIGN_NICKNAME = controller
export VERILOG_FILES = /design/flow/design.v
export SDC_FILE = /design/flow/constraint.sdc
export NUM_CORES = 4
export LEC_CHECK = 1
export CORE_AREA = 10 10 70 70
export DIE_AREA = 0 0 80 80
```

## flow/design.v

```verilog
module controller #(parameter reg_size = 8) (clk, reset, start, A, load_A, shift_en, done);
	input logic clk, reset, start;
	input logic [reg_size-1:0] A;
	output logic load_A, shift_en, done;
	enum {S_1, S_2, S_3} ps, ns;
	always_comb begin
		case (ps)
			S_1:  
				if (start) ns = S_2;
				else ns = S_1;
			S_2:  
				if (A == 0) ns = S_3;
				else ns = S_2;
			S_3:  
				if (!(start)) ns = S_1;
				else ns = S_3;
			default: ns = S_1;
		endcase
	end
	always_ff @(posedge clk) begin
		if (reset) ps <= S_1;
		else ps <= ns;
	end
	assign load_A = (ps == S_1);
	assign shift_en = (ps == S_2);
	assign done = (ps == S_3);
endmodule 
```

## flow/constraint.sdc

```tcl
current_design controller

set clk_period 1.8
set clk_io_pct 0.2

create_clock -name clk0 -period $clk_period [get_ports {clk}]

set non_clock_inputs [all_inputs -no_clocks]
set_input_delay [expr $clk_period * $clk_io_pct] -clock clk0 $non_clock_inputs
set_output_delay [expr $clk_period * $clk_io_pct] -clock clk0 [all_outputs]
```

==> results.yml <==
# generated from flow reports
run_status:
  status: "complete, no violations"
setup_path:
  crit_family: "buffers and inverters"
  cp-end-kind: "output port"
  cp.arrival_ns: 1.09
  critPathKind: "flip-flop to output port"
  rr_worst_depth: 3
  max_stage_delay_ns: 0.50
  cp_slowest_cell: "clkdlybuf4s50_1"
  r2r_start: "ps[2]"
  crit_chain: "clkdlybuf4s50_1"
  crit_cells: 1
  critical_path.startpoint: "ps[1]"
  critPathLaunchType: "flip-flop"
  cp_max_fo: 3
  cp.required_ns: 1.44
  crit_buf_inv: 1
timing:
  fin_crit_ns: 1.451
  setup_viol: 0
  slew_viol_final: 0
  fin_skew_ns: 0.0001780
  hold_viol_final: 0
  fmax_mhz: 689.1
  slew-limit-headroom_pct: 85.65
  grt_setup_unrepaired: "false"
  final.period_utilization_pct: 80.62
  fin_setup_tns_ns: 0
  tightest_slew_ns: 0.2136
logic_synthesis:
  synthTopLogicFamily: "simple AND/OR/NAND/NOR gates"
  top_area_share_pct: 40.68
  synth_seq_share_pct: 40.68
  adder_share_pct: 0
  mux_share_pct: 0
  yosys-top-cells-area: "dfxtp_1, nor4_4, a31o_1, a32oi_1, nor2_1"
  yosys_cells: 13
  top_area_cell: "dfxtp_1"
  yosysWarnings: 1
  ys_sh_aoi_pct: 18.64
  avgSynthCellArea_um2: 11.36
  ys_chip_area_um2: 147.6
  synthCells: 13
  netlist_area_um2: 147.6
  ys_sh_xor_pct: 0
  synth_cell_type_count: 9
  simple_gate_share_pct: 38.14
  ys_ff: 3
drt:
  num_vias: 177
  num_antenna_cells: 0
  vias_per_cell: 2.329
  drcViolationCount: 0
  drt_wl_total_um: 644
  antenna_left: 0
  drt_first_pass_iters: 2
  wire_per_inst_um: 8.474
  drtIter0Drc: 22
floorplan:
  dieArea_um2: 6400
  fp_util_pct: 4.322
  ioPinCount: 14
  die_h_um: 80
  die_w_um: 80
  core_area_um2: 3416
  placementRows: 21
placed_design:
  placed_cell_area_um2: 335.3
  dp.cells: 72
  gp_congestion: 0.7647
  dpl.hpwl_um: 533.7
  port_buffers: 13
clock_tree:
  cts_hold_buf: 0
  cts_buffers: 3
  clock.latency.late_pin_ns: 0.23
  post_cts_resized: 0
  postCtsSetupBuffers: 0
  cts_root_buf: "clkbuf_4"
  numClockSinks: 3
  htree_levels: 1
  cts_max_path_buffers: 2
  cts_tree: "done"
  path_clk_slew_ns: 0.04
layout:
  drive_gt1_share_pct: 16.67
  fin_area_um2: 361.6
  comb_area_um2: 83.83
  reg_top3: "ps (3)"
  areaGrowthSynthToFinish_pct: 144.9
  largest_reg_flops: 3
  seq_area_um2: 60.06
  layoutNonFillerInstCount: 76
  final_cell_mix: "clkdlybuf4s50_1, clkbuf_4, dfxtp_1, nor2_1, nor4_4"
  finish.utilization_pct: 10.59
  regMostFlops: "ps"
  lay_top_count: "clkdlybuf4s50_1"
  n_fill_cell: 402
global_route:
  grt_pass1_wl_um: 979
  antenna_found_initial: 0
  grt_pass1_vias: 183
  grt_overflow_total: 0
  grt_start_max_net_pins: 4
  track_usage_pct: 2.177
min_path:
  holdCritPathClass: "flip-flop to flip-flop"
  min_from: "ps[0]"
  holdPathStages: 2
power_and_ir_drop:
  vdd_drop_max_mv: 0.1221
  p_leak_uw: 0.0001137
  power_density_nw_per_um2: 649.4
job:
  cap_violations: 0
  warnings: 25
through the flow:
step | setup slack (ns) | hold slack [ns] | total power [uW]
2_1_floorplan | 0.8046 | 0.4324 | 80.80
3_3_place_gp | 0.3063 | 0.5026 | 117.4
3_5_place_dp | 0.2812 | 0.5033 | 118.3
4_1_cts | 0.3340 | 0.5110 | 241.6
5_1_grt | 0.2978 | 0.5547 | 255.8
6_report | 0.3488 | 0.5054 | 234.8
synth_stat cells:
library cell and n:
dfxtp_1 3, nor2_1 2, nor4_4 2, a21oi_1 1, a31o_1 1, a32oi_1 1
inv_1 1, nand2b_1 1, o21ai_0 1
report_power, final:
group | switching (uW) | internal [uW]
sequential | 3.12 | 70.8
combinational | 12.6 | 30.3
clock | 34.9 | 83.1
cell families (layout without fill, tap and decap cells):
logic type             after synthesis  after routing
AND-OR/OR-AND                        4              4
buffers and inverters                1             18
flip-flops                           3              3
AND/OR/NAND/NOR                      5              5
worst register-to-register path, stage by stage, from the launching register on:
cell      delay, ns
dfxtp_1        0.32
nand2b_1       0.08
a21oi_1        0.04
a31o_1         0.19
routing by layer:
| metal | wire [um] | track usage (%) |
|---|---|---|
| met3 | 194 | 3.295 |
| met1 | 232 | 2.261 |
| met2 | 217 | 2.488 |
| met5 | 0 | 0 |
| met4 | 0 | 0 |
worst paths after layout:
kind	slack, ns	end
max reg2reg	1.06	ps[2]
min	0.51	ps[0]
max	0.35	done
min reg2reg	0.51	ps[0]
final cells by class:
type,instances,area share (%)
Timing Repair Buffer,13,35.99
Multi-Input combinational cell,9,23.18
Sequential cell,3,16.61
Tap cell,46,15.92
Clock buffer,4,7.266
Inverter,1,1.038
Power and IR drop assume default switching activity.
